===== /design/flow/constraint.sdc =====
current_design GCD_DP

set clk_period 4.5
set clk_io_pct 0.2

create_clock -name clk0 -period $clk_period [get_ports {clk}]

set non_clock_inputs [all_inputs -no_clocks]
set_input_delay [expr $clk_period * $clk_io_pct] -clock clk0 $non_clock_inputs
set_output_delay [expr $clk_period * $clk_io_pct] -clock clk0 [all_outputs]

===== /design/flow/run.sh =====
#!/bin/bash
# OpenROAD 26Q1-2900-gdf79404cd8, Yosys 0.63+post, stock flow scripts
make -C /OpenROAD-flow-scripts/flow DESIGN_CONFIG=/design/flow/config.mk WORK_HOME=/design/flow/orfs finish

===== /design/flow/design.v =====
module BUFFER (OUTEN, IN, OUT);
	input OUTEN;
	input [7:0] IN;
	output [7:0] OUT;
	assign OUT = (OUTEN == 1) ? IN : 8'bz;
endmodule
module COMPARATOR (X, Y, XeqY, XgtY);
	input [7:0] X, Y;
	output XeqY, XgtY;
	assign XeqY = (X == Y) ? 1 : 0;
	assign XgtY = (X > Y) ? 1 : 0;
endmodule
module GCD_DP (clk, reset, INPUT_X, INPUT_Y, IN_X, IN_Y, LOAD_X, LOAD_Y, XY, OUT_DP, XEQY, XGTY, OUTPUT);
	input wire clk, reset, IN_X, IN_Y, LOAD_X, LOAD_Y, XY, OUT_DP;
	input wire [7:0] INPUT_X, INPUT_Y;
	output wire XEQY, XGTY;
	output wire [7:0] OUTPUT;
	wire [7:0] SUBTRACTOR_OUT, MUX_X, MUX_Y, X, Y, SUBT_A, SUBT_B;
	MUX2TO1_8BIT UNIT_1 (
		.A(SUBTRACTOR_OUT), 
		.B(INPUT_X), 
		.sel(IN_X), 
		.Y(MUX_X)
	);
	MUX2TO1_8BIT UNIT_2 (
		.A(SUBTRACTOR_OUT), 
		.B(INPUT_Y), 
		.sel(IN_Y), 
		.Y(MUX_Y)
	);
	REGISTER UNIT_3 (
		.clk(clk), 
		.reset(reset), 
		.LOAD(LOAD_X), 
		.D(MUX_X), 
		.Q(X)
	);
	REGISTER UNIT_4 (
		.clk(clk), 
		.reset(reset), 
		.LOAD(LOAD_Y), 
		.D(MUX_Y), 
		.Q(Y)
	);
	COMPARATOR UNIT_5 (
		.X(X), 
		.Y(Y), 
		.XeqY(XEQY), 
		.XgtY(XGTY)
	);
	MUX2TO1_8BIT UNIT_6 (
		.A(Y), 
		.B(X), 
		.sel(XY), 
		.Y(SUBT_A)
	);
	MUX2TO1_8BIT UNIT_7 (
		.A(X), 
		.B(Y), 
		.sel(XY), 
		.Y(SUBT_B)
	);
	SUBTRACTOR UNIT_8 (
		.A(SUBT_A), 
		.B(SUBT_B), 
		.Y(SUBTRACTOR_OUT)
	);
	BUFFER UNIT_9 (
		.OUTEN(OUT_DP), 
		.IN(X), 
		.OUT(OUTPUT)
	);
endmodule
module MUX2TO1_8BIT (A, B, sel, Y);
	input [7:0] A, B;
	input sel;
	output [7:0] Y;
	assign Y = (sel == 1) ? B : A;
endmodule
module REGISTER (clk, reset, LOAD, D, Q);
	input clk, reset, LOAD;
	input [7:0] D;
	output reg [7:0] Q;
	always @(posedge clk, posedge reset)
	begin
		if (reset)
			Q <= 8'b0;
		else if (LOAD)
			Q <= D;
	end
endmodule
module SUBTRACTOR (A, B, Y);
	input [7:0] A, B;
	output [7:0] Y;
	assign Y = A - B;
endmodule

===== /design/flow/config.mk =====
export PLATFORM = sky130hd
export DESIGN_NAME = GCD_DP
export DESIGN_NICKNAME = GCD_DP
export VERILOG_FILES = /design/flow/design.v
export SDC_FILE = /design/flow/constraint.sdc
export NUM_CORES = 4
export LEC_CHECK = 1
export CORE_AREA = 10 10 95 95
export DIE_AREA = 0 0 105 105

==> impl_metrics.yaml <==
# physical design summary
outcome:
  outcome: "complete, no violations"
drt:
  finalWirelength_um: 4140
  vias_per_cell: 4.63
  firstDrtPassIters: 4
  drc: 0
  wire_per_inst_um: 13.3
  diodes: 0
  antenna_left: 0
  vias: 1444
  drtIter0Drc: 49
clock_tree:
  h-tree-depth: 1
  clk_pin_slew_ns: 0.07
  cts_tree: "yes"
  cts-root-buf: "clkbuf_8"
  clockBufferDepth: 2
  post_cts_resized: 0
  cts_buffers: 3
  cts_hold_buf: 0
  clock_sinks: 16
  insertion_delay_ns: 0.25
  cts_setup_buffers: 0
power:
  p_leak_nw: 0.822
  combPwrFrac_pct: 66.6
  ir_worst_vdd_v: 0.000144
  intPower_uw: 667
  seq_power_share_pct: 24.0
  clock_power_share_pct: 9.4
  p_sw_share_pct: 43.3
  p_sw_uw: 509
  totalPowerFinal_mw: 1.18
  power_density_mw_per_mm2: 592
synth:
  edf_count: 0
  yosysUniqueCellTypes: 47
  synth_chip_area_sq_mm: 0.00155
  ys_seq_elements: 16
  syn-cell-area_sq_mm: 0.00155
  avgSynthCellArea_sq_um: 8.14
  synthDominantCellAreaShare_pct: 25.9
  top_cell: "nand2_1"
  ys.flop_type: "dfrtp_1"
  ys_cells: 190
  ys_async_sr_fraction_pct: 100
  netlist_instances: 190
  synth_area_leader_cell: "dfrtp_1"
  synth_seq_share_pct: 25.9
  ys_warn_count: 2
  common_cells: "19 x nand2_1, 16 x dfrtp_1, 12 x inv_1, 12 x o21ai_0, 11 x nor2_1"
  area_leaders: "dfrtp_1 26%, ha_1 8.1%, nand2_1 4.6%, mux2i_1 3.9%, o21ai_0 3.9%"
setup_path:
  worstSetupPathType: "in -> reg"
  r2r_end: "UNIT_4.Q[6]$_DFFE_PP0P_"
  arrival_ns: 3.66
  cpMaxStageDelayCell: "clkdlybuf4s50_1"
  r2r_cells: 8
  path_cells: "clkdlybuf4s50_1 -> o21ai_0 -> fa_1 -> nand2_1 -> a31oi_4 -> o311a_4 -> o21ai_2 -> or3b_1"
  cp-start-kind: "input pin"
  cp_max_fo: 18
  cp.required_ns: 4.63
  cp_num_buf_inv: 1
  end_kind: "register"
  r2r-start: "UNIT_3.Q[1]$_DFFE_PP0P_"
  cpLargestDelayFamily: "buffers and inverters"
  r2r_setup_slack_ns: 2.17
  critical-path-max-stage-delay_ns: 0.90
sta:
  finalClockPeriodUsage_pct: 78.5
  maxSlewViolCount: 0
  skew_ns: 0.00120
  rsz0062_at_grt: "false"
  tightest_slew_ns: 0.743
  fmax_ghz: 0.283
  finalSetupViolCount: 0
  holdWs_ns: 0.553
  tns_ns: 0
  period_minus_slack_ns: 3.53
  slew_headroom_pct: 50.3
  hold_viol: 0
run:
  maxCapViolations: 0
  warning_count: 26
global_routing:
  grt_pass1_wl_um: 6910
  grt.met3_usage_pct: 1.74
  antenna_found_initial: 0
  grt_pass1_vias: 1409
  grt_use_met1_pct: 10.4
  overflow: 0
  grtUsageTotal_pct: 7.48
  grt_max_degree: 21
  grt_busiest_layer: "met2"
  grt_util_met2_pct: 11.9
placement:
  port_buffers: 32
  dp_hpwl_um: 3170
  gp_congestion: 0.839
finish:
  fin_util_pct: 28.8
  area_delta_synth_final_pct: 28.5
  drive_gt1_share_pct: 6.94
worst_hold_path:
  hold_end: "UNIT_4.Q[2]$_DFFE_PP0P_"
  hold_depth: 2
  hold_class: "reg -> reg"
  hp-start: "UNIT_4.Q[2]$_DFFE_PP0P_"
floorplan:
  fp_util_pct: 22.4
  die_x_um: 105
  chipHeight_um: 105
  core_sq_mm: 0.00691
  io_pins: 34
  dieArea_sq_mm: 0.0110
  rows: 30
## tightest hold or removal path: stages (launching register included)
cell and delay [ns]:
dfrtp_1 0.38, inv_1 0.08, o21ai_1 0.06
## cell type report
class                      count  area [sq um]
inverter                      12          45.0
fill                         767          4920
timing repair buffer          33           328
tap                           96           120
multi-input combinational    152          1050
sequential                    16           400
clock buffer                   3          41.3
## flip-flops by register name (all words and copies together) (netlist names)
signal,flops
UNIT_3.Q,8
UNIT_4.Q,8
## through the flow
step / area (sq um) / cells / worst slack [ns]
finish: 1990 / 312 / 0.967
global route: 1990 / 312 / 0.775
CTS: 1990 / 312 / 0.958
detailed placement: 1950 / 309 / 0.730
global placement: 1950 / 309 / 0.728
floorplan: 1550 / 190 / 1.44
## power by group through the flow
stage	logic, mW	registers [mW]	clock network (mW)
4_1_cts	0.793	0.283	0.115
5_1_grt	0.884	0.298	0.119
6_report	0.783	0.283	0.110
## per-layer routing
layer  vias to the layer above  wire length (um)
met4                         0                35
met5                         -                 0
met1                       663              2010
met2                        33              1860
met3                         2               231
li1                        746                 -
## layout by cell type, fill, tap and decap left out, types with 3 or more instances in the layout
cell / Yosys / final
clkdlybuf4s50_1: 0 / 32
nand2_1: 19 / 19
dfrtp_1: 16 / 16
o21ai_0: 12 / 12
inv_1: 12 / 12
nor2_1: 11 / 11
ha_1: 10 / 10
nand3_1: 8 / 8
a21oi_1: 8 / 8
o21ai_1: 7 / 7
nor3_1: 6 / 6
o21a_1: 6 / 6
mux2i_1: 6 / 6
nor3b_1: 5 / 5
nor2b_1: 5 / 5
a31oi_1: 4 / 4
nand3b_1: 3 / 3
and3b_1: 3 / 3
a21o_1: 3 / 3
or3_1: 3 / 3
clkbuf_8: 0 / 3
## worst max path at each step
stage | start | end | depth (start not counted)
after CTS | XY | UNIT_4.Q[6]$_DFFE_PP0P_ | 8
after global routing | XY | UNIT_4.Q[6]$_DFFE_PP0P_ | 8
final | XY | UNIT_4.Q[6]$_DFFE_PP0P_ | 8
## cell families (layout without fill, tap and decap cells)
kind of cell | after synthesis | count (layout) | synth area share, %
and+or+nand+nor | 78 | 78 | 28.5
AOI/OAI and AO/OA | 54 | 54 | 24.3
buffers and inverters | 22 | 48 | 6.07
DFF | 16 | 16 | 25.9
adders and majority gates | 11 | 11 | 9.39
muxes | 8 | 8 | 5.34
xor gates and xnor gates | 1 | 1 | 0.566
Power figures rest on the tool's default switching activity, not on a simulated workload.
