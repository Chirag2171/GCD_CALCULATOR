$ cat ./design.v
module GCD_CU (clk, reset, XEQY, XGTY, IN_X, IN_Y, LOAD_X, LOAD_Y, XY, OUT_DP, DONE);
	input clk, reset, XEQY, XGTY;
	output IN_X, IN_Y, LOAD_X, LOAD_Y, XY, OUT_DP, DONE;
	reg [2:0] y, Y;
	wire [1:0] XEQY_OR_XGTY;	
	parameter [2:0] S0 = 3'd0, S1 = 3'd1, S2 = 3'd2, S3 = 3'd3, S4 = 3'd4;
	assign XEQY_OR_XGTY = {XEQY, XGTY};
	always @(posedge clk, posedge reset)
	begin
		if (reset)
			y <= S0;
		else
			y <= Y;
	end
	always @(XEQY_OR_XGTY, y)
	begin
		case(y)
			S0: Y = S1;
			S1: begin
				case(XEQY_OR_XGTY)
					2'b00: Y = S3;
					2'b01: Y = S2;
					2'b10: Y = S4;
					2'b11: Y = S4;
				endcase
			end
			S2: Y = S1;
			S3: Y = S1;
			S4: Y = S4;
			default: Y = S0;
		endcase
	end
	assign IN_X = (y == S0);
	assign IN_Y = (y == S0);
	assign LOAD_X = (y == S0) | (y == S2);
	assign LOAD_Y = (y == S0) | (y == S3);
	assign XY = (y == S2);
	assign OUT_DP = (y == S4);
	assign DONE = (y == S4);
endmodule
$ cat ./run.sh
#!/bin/bash
# OpenROAD 26Q1-2900-gdf79404cd8, Yosys 0.63+post, stock flow scripts
make -C /OpenROAD-flow-scripts/flow DESIGN_CONFIG=/design/flow/config.mk WORK_HOME=/design/flow/orfs finish
$ cat ./config.mk
export PLATFORM = sky130hd
export DESIGN_NAME = GCD_CU
export DESIGN_NICKNAME = GCD_CU
export VERILOG_FILES = /design/flow/design.v
export SDC_FILE = /design/flow/constraint.sdc
export NUM_CORES = 4
export LEC_CHECK = 1
export CORE_AREA = 10 10 70 70
export DIE_AREA = 0 0 80 80
$ cat ./constraint.sdc
current_design GCD_CU

set clk_period 1.0
set clk_io_pct 0.2

create_clock -name clk0 -period $clk_period [get_ports {clk}]

set non_clock_inputs [all_inputs -no_clocks]
set_input_delay [expr $clk_period * $clk_io_pct] -clock clk0 $non_clock_inputs
set_output_delay [expr $clk_period * $clk_io_pct] -clock clk0 [all_outputs]
==> results_dict.tcl <==
# metrics dict for downstream scripts
set metrics [dict create \
    drt_iter0_drc 1 \
    syn_to_final_growth_pct 88.2 \
    cts_buffers 3 \
    ys_types 10 \
    flop_area_um2 126 \
    vias 151 \
    setup_slack_ns -0.174 \
    cts.path.max_buffers 2 \
    fin_crit_sh_pct 117 \
    rsz0062_at_grt "yes" \
    clkLatencyLatePin_ns 0.24 \
    crit_type "flop to output port" \
    violations "negative setup slack" \
    top_register "y" \
    cp-start-kind "flop" \
    drc 0 \
    path_buffers 1 \
    overflow 0 \
    ir_drop_uv 223 \
    antenna_found_initial 0 \
    hold_ws_ns 0.149 \
    place_area_um2 342 \
    ant_nets 0 \
    dp_slack_ns -0.301 \
    top_cells_by_area "dfrtp_1 (52%), dfstp_2 (14%), buf_4 (7.8%), or2_1 (6.5%), and3b_1 (4.6%)" \
    edf_count 0 \
    fp.dieW_um 80 \
    ys.flop_type "dfrtp_1" \
    max_freq_ghz 0.852 \
    ctsHoldBuffers 0 \
    post-route-min-period_ns 1.17 \
    critPathMaxStageDelay_ns 0.55 \
    worstPathRequired_ns 0.80 \
    port_buffers 10 \
    common_cells "dfrtp_1 (4), buf_4 (2), or2_1 (2)" \
    r2r_cells 2 \
    fillerInstances 404 \
    yosysTopAreaCell "dfrtp_1" \
    drt-total-wl_um 554 \
    warnings 27 \
    initial_core_util_pct 5.60 \
    crit_arrival_ns 0.97 \
    postSynthCellCount 15 \
    worst_path_max_delay_cell "dfstp_2" \
    synth.top_cell.area_share_pct 52.3 \
    setup-violations-final 6 \
    crit_chain "or2_1, buf_2" \
    cts_tree "done" \
    cp_top_family "flip-flops" \
    grt_start_max_net_pins 6 \
    top_regs "y x5" \
    comb_area_um2 46.3 \
    maxCapViolCount 0 \
    yosys_warnings 1 \
    async_flop_share_pct 100 \
    design.core.area_mm2 0.00342 \
    clkSlewWorstSetupHoldPaths_ns 0.04 \
    timing.final.max_slew_violations 0 \
    largest_reg_flops 5 \
    ys_cells 15 \
    hold_viol_final 0 \
    grt_pass1_vias 187 \
    skew_ns 0.000681 \
    ys_chip_area_um2 191 \
    routedWlPerCell_um 7.39 \
    drtPass1Iterations 2 \
    dieArea_mm2 0.00640 \
    timing.critical_path.depth 2 \
    final_area_um2 360 \
    end_kind "output port" \
    power.leakage_nw 0.152 \
    ys_ff 5 \
    drive_gt1_share_pct 44.8 \
    grt_pass1_wl_um 931 \
    rows 21 \
    min_path_type "primary input to async pin" \
    critPathMaxFanout 5 \
    clock_sinks 5 \
    io_pins 11 \
    via_per_inst 2.01 \
    dp_hpwl_um 426 \
    clock_tree.root_cell "clkbuf_4" \
    antenna_cells 0 \
    powerDensity_mw_per_mm2 1390 \
    grt_usage_pct 2.04 \
    die_h_um 80 \
    routabilityCongestion 0.681 \
    syn_area_per_cell_um2 12.8 \
    synth_seq_share_pct 66.0 \
    synth_area_um2 191 \
    htreeDepth 1 \
    yosysMostFrequentCell "dfrtp_1" \
    status "complete, but fails checks" \
]
[final timing paths]
check                      slack [ns]             end           start
setup reg to reg                 0.01  y[3]$_DFF_PP0_  y[2]$_DFF_PP0_
min in group clk0                0.47  y[3]$_DFF_PP0_  y[4]$_DFF_PP0_
hold reg to reg                  0.47  y[3]$_DFF_PP0_  y[4]$_DFF_PP0_
hold / removal                   0.15  y[4]$_DFF_PP0_           reset
max in group asynchronous        0.62  y[0]$_DFF_PP1_           reset
setup / recovery                -0.17          LOAD_X  y[0]$_DFF_PP1_
[cell families (layout without fill, tap and decap cells)]
logic type,after synthesis,count (layout),share of synthesized area (%)
AOI/OAI and AO/OA,1,1,3.92
buffers and inverters,3,17,9.80
other,1,1,1.96
DFF,5,5,66.0
and+or+nand+nor,5,5,18.3
[cells in the final DEF (no fill, tap or decap)]
cell type and n:
dfrtp_1 4, and3b_1 1, clkdlybuf4s50_1 3, nor3b_1 1, a21o_1 1, or3_1 1, inv_1 1, or2_1 2
buf_2 5, clkbuf_4 3, clkbuf_1 1, dfstp_2 1, conb_1 1, buf_6 4
[layer usage]
layer	wire length, um	global-route usage (%)	up-vias	part of all wire (%)
li1	-	-	72	-
met1	251	2.35	63	45
met2	88	1.52	14	16
met3	204	3.52	2	37
met4	10	0.528	0	1.8
met5	0	0	-	0
[repair_timing]
| action | 4_1_cts | 5_1_grt |
|---|---|---|
| gates resized | 25 | 0 |
| pin swaps | 2 | 0 |
| cloned | 0 | 0 |
| endpoints found under the hold margin | 0 | 0 |
| setup buffers | 1 | 0 |
| setup endpoints to repair | 7 | 8 |
[area by class of cell]
cell class                 instances  share of cell area [%]
clock buffer                       4                    7.29
inverter                           1                    1.04
multi-input combinational          7                    12.8
sequential                         5                    35.1
tap                               46                    16.0
timing repair buffer              12                    27.8
[per-stage QoR]
stage | cells | total power, W | util, % | TNS, ns
6_report | 75 | 0.000501 | 10.5 | -0.623
5_1_grt | 75 | 0.000542 | 10.5 | -0.984
4_1_cts | 75 | 0.000510 | 10.5 | -0.671
3_5_place_dp | 70 | 0.000276 | 10.0 | -1.23
3_3_place_gp | 70 | 0.000275 | 10.0 | -1.17
2_1_floorplan | 15 | 0.000235 | - | 0
[report_power, final]
part | switching, W | internal, W | total [W]
logic | 0.0000133 | 0.0000312 | 0.0000445
clock network | 0.0000841 | 0.000151 | 0.000235
registers | 0.00000665 | 0.000215 | 0.000221
[worst register-to-register path, stage by stage, from the launching register on]
cell	delay, ns
dfrtp_1	0.37
buf_6	0.12
or3_1	0.37
No activity file was given, so power comes from the tool's default toggle rates.
